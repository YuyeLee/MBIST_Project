File: /design/flow/run.sh
#!/bin/bash
# OpenROAD 26Q1-2900-gdf79404cd8, Yosys 0.63+post, stock flow scripts
make -C /OpenROAD-flow-scripts/flow DESIGN_CONFIG=/design/flow/config.mk WORK_HOME=/design/flow/orfs finish
File: /design/flow/config.mk
export PLATFORM = sky130hd
export DESIGN_NAME = single_port_ram
export DESIGN_NICKNAME = single_port_ram
export VERILOG_FILES = /design/flow/design.v
export SDC_FILE = /design/flow/constraint.sdc
export NUM_CORES = 4
export LEC_CHECK = 1
export CORE_UTILIZATION = 50
File: /design/flow/constraint.sdc
current_design single_port_ram

set clk_period 17.3
set clk_io_pct 0.2

create_clock -name clk0 -period $clk_period [get_ports {clk}]

set non_clock_inputs [all_inputs -no_clocks]
set_input_delay [expr $clk_period * $clk_io_pct] -clock clk0 $non_clock_inputs
set_output_delay [expr $clk_period * $clk_io_pct] -clock clk0 [all_outputs]
File: /design/flow/design.v
module single_port_ram(
    input logic [5:0] ramaddr,   
    input logic [7:0] ramin,     
    input logic rwbar,           
    input logic clk,             
    input logic cs,              
    output logic [7:0] ramout    
);
    logic [7:0] ram [0:63];       
    logic [5:0] addr_reg;
    always_ff@(posedge clk) begin
        if(cs) begin
            addr_reg <= ramaddr;
            if(!rwbar) begin
                ram[ramaddr] <= ramin;
            end
        end
    end
    always_comb begin
        if(!cs || !rwbar)begin
            ramout = 8'b0;
        end
        else begin 
            ramout = ram[addr_reg];
        end
    end
endmodule
==> Changelog: implementation <==
## Flow update

- Status: finished, final reports clean
- Seq pwr share: 52.6%
- Max Fclk: 102.5 MHz
- Ys flops: 524
- Yosys chip area: 20410 µm²
- Antenna violations before repair: 0
- Internal Power: 2.117 mW
- Compound-Gate Fraction of Synth Area: 2.372%
- Final worst slack: 7544 ps
- Area leader, netlist: edfxtp_1
- Leak: 7.233 nW
- Post-synth EDFFs: 518
- Root buffer cell: clkbuf_16
- Area share of the largest cell type after synthesis: 76.21%
- Log Warnings: 25
- Adder share: 0%
- Fraction of final layout cells sized beyond drive strength 1: 23.42%
- Mapped cell area: 20410 µm²
- # Post-CTS Setup Buffers: 0
- Async set or reset register ratio after synthesis: 0%
- Largest net degree at the start of global routing: 74
- Clk latency late pin: 600 ps
- Die X: 204.0 µm
- Fillers: 2886
- Top cells by area, synth: edfxtp_1 76%, mux4_2 13%, mux2i_1 2.9%
- Grt ovf: 0
- Post-route minimum period: 9756 ps
- Vias in the first global route: 10322
- Yosys warns: 1
- Critical Path Source Type: primary input
- XOR/XNOR share of the synthesized area: 0%
- Hold WS: 471.6 ps
- Fp_density: 51.02%
- Final Hold Violation Tally: 0
- Cts repair resizes: 0
- DRC: 0
- Worst setup EP type: primary output
- RSZ-0062 raised after global routing: false
- CTS Hold Bufs: 0
- Peak supply drop: 0.07665 mV
- HPWL after detailed placement: 25.44 mm
- Routed wire length: 44.67 mm
- Worst Hold Class: flip-flop to flip-flop
- Max FFs per register: 512
- TNS Setup: 0 ps
- Avg Inst Size Synth: 21.28 µm²
- WP data arrival: 6300 ps
- First-pass DRT Iterations: 5
- Mux area share: 16.68%
- Post-synthesis sequential area ratio: 76.80%
- Combinational power share: 6.7%
- Pwr per Cell Area: 117.2 nW/µm²
- CTS tree: built
- Endpoints failing setup: 0
- Hold_sp: addr_reg[1]
- Die Area: 41630 µm²
- Final worst path period share: 56.39%
- Max_cap viols: 0
- Total power: 2.688 mW
- Final antenna-violating net count: 0
- Worst r2r path cells: 1
- Switch share: 21.25%
- Top FF cell, synth: edfxtp_1
- Post-DR wirelength/cell: 28.13 µm
- Syn Inst Count: 959
- Core region area: 40010 µm²
- I/O Buffers: 24
- Via density: 6.010
- Reg2reg start: addr_reg[0]
- Part of the power in the clock network: 40.7%
- Skew final: 8.487 ps
- Row count: 73
- Initial DRC Count: 539
- Clk sink count: 524
- Antenna Cells: 0
- Post-synth cell types: 37
- Top cells by count: 518 x edfxtp_1, 117 x mux4_2, 69 x nor2_1
- Switching Power: 0.5714 mW
- Yosys cell count: 959
- Yosys simple share: 2.795%
- Cell Area, Placed: 21280 µm²
- First-pass GRT wire length: 66.89 mm
- CP required: 13840 ps
- Pre-CTS setup slack: 7521 ps
- Clk buf depth: 3
- Tightest Pin Transition: 928.0 ps
- CTS clk-pin slew, worst paths: 60 ps
- Routability cong.: 0.8467
- Detailed-route via count: 9544
- Die y size: 204.0 µm
- CTS Buf Count: 54
- WS Path Type: primary input to primary output
- Design Area, Final: 22940 µm²
- Worst hold path cell count: 1
- Slew Viols, Final: 0
- Max FO, Critical Path: 16
- Area grow syn2layout: 12.39%
- Dominant kind of combinational cell: multiplexers
- Count leader, synth: edfxtp_1
- Worst slew margin: 37.90%
- FF-to-FF setup slack: 16570 ps
- H-Tree Depth: 2
- Total track usage: 25.52%
- Io pins: 25
power groups by stage:
stage	registers, mW	clock network, mW	logic (mW)
4_1_cts	1.41	1.12	0.184
5_1_grt	1.41	1.16	0.195
6_report	1.41	1.09	0.180
cell type report:
cell class,instances,area (µm²),share of cell area (%)
Sequential cell,524,15690,68.38
Multi-Input combinational cell,382,4459,19.44
Clock buffer,69,1429,6.229
Tap cell,525,656.9,2.864
Timing Repair Buffer,59,475.5,2.073
Clock inverter,28,229.0,0.9981
Inverter,1,3.754,0.01636
stage by stage:
stage               cells  util [%]
floorplan             959         -
global placement     1491     53.20
detailed placement   1491     53.20
CTS                  1588     57.34
global route         1588     57.34
finish               1588     57.34
critical path, cell delays in order:
cell             delay (ps)
clkdlybuf4s50_1         890
nand3_1                 460
o21bai_1                290
a221oi_1                300
nor2_1                   70
o21ai_1                 290
clkdlybuf4s50_1         530
placed cells by master, fill, tap and decap left out, drive strengths merged, types with 13 or more instances in the layout:
cell             n
nor2            69
nand2           22
clkdlybuf4s50   16
a22oi           14
clkinv          23
mux2i           60
buf             43
edfxtp         518
a221oi          13
mux4           117
mux2            15
clkbuf          69
a211oi          13
kinds of logic (layout without fill, tap and decap cells):
| family | count (synthesis) | count (layout) |
|---|---|---|
| multiplexers | 192 | 192 |
| flip-flops | 524 | 524 |
| buffers and inverters | 53 | 157 |
| AND-OR/OR-AND | 62 | 62 |
| AND/OR/NAND/NOR | 128 | 128 |
how the worst max path moves through the flow:
stage	from	to	slack, ps
finish	cs	ramout[0]	7540
global route	cs	ramout[0]	7260
CTS	cs	ramout[0]	7510
layer usage:
layer,global-route usage [%],routed length [µm]
met4,5.410,1215
met2,36.47,21550
met1,39.14,15880
met3,14.79,6027
met5,0,0
Power figures rest on the tool's default switching activity, not on a simulated workload.
