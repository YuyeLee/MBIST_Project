`/design/flow/config.mk`:
```
export PLATFORM = sky130hd
export DESIGN_NAME = comparator
export DESIGN_NICKNAME = comparator
export VERILOG_FILES = /design/flow/design.v
export SDC_FILE = /design/flow/constraint.sdc
export NUM_CORES = 4
export LEC_CHECK = 1
export CORE_AREA = 10 10 70 70
export DIE_AREA = 0 0 80 80
```
`/design/flow/constraint.sdc`:
```
current_design comparator

set clk_period 2.5
set clk_io_pct 0.2

create_clock -name clk0 -period $clk_period

set non_clock_inputs [all_inputs -no_clocks]
set_input_delay [expr $clk_period * $clk_io_pct] -clock clk0 $non_clock_inputs
set_output_delay [expr $clk_period * $clk_io_pct] -clock clk0 [all_outputs]
```
`/design/flow/design.v`:
```
module comparator(
    input  logic [7:0] data_t,        
    input  logic [7:0] ramout,        
    output logic       gt,            
    output logic       eq,            
    output logic       lt             
);
    always_comb begin
        gt = 0;
        eq = 0;
        lt = 0;
        if(data_t > ramout)
            gt = 1;
        else if (data_t < ramout)
            lt = 1;
        else
            eq = 1;
    end
endmodule
```
`/design/flow/run.sh`:
```
#!/bin/bash
# OpenROAD 26Q1-2900-gdf79404cd8, Yosys 0.63+post, stock flow scripts
make -C /OpenROAD-flow-scripts/flow DESIGN_CONFIG=/design/flow/config.mk WORK_HOME=/design/flow/orfs finish
```
==> metrics.cfg <==
[hold_path]
hold_path_class=primary input to output port

[setup_path]
arrival_ps=1910
worstPathRequired_ps=2000
critPathKind=primary input to output port
crit_fanout=3
worst_path_largest_cell_delay_ps=510
worstPathCellList=clkdlybuf4s50_1 > ha_4 > a21oi_1 > o21ai_2 > o21a_1 > dlygate4sd2_1
cp_top_family=buffers and inverters
path_buffers=2
crit_start=data_t[3]
crit_end=eq
cp.depth=6
end_kind=output port
cp-start-kind=primary input
crit_slowest_cell=clkdlybuf4s50_1

[synth]
common_cells=inv_1, ha_1, a21oi_1
syn_inst=33
avgSynthCellArea_um2=6.635
ys_types=11
top_area_frac=0.4571
synthDominantAreaCellType=ha_1
ys_sh_simple=0.1371
ys_area_um2=219.0
xor_share=0
yosysMostFrequentCell=inv_1
adder_share=0.4571
area_leaders=ha_1, inv_1, a21oi_1
mux_area_frac=0
yosysCellCount=33
aoi_share=0.2343
syn-cell-area_um2=219.0
ys_seq_frac=0
logic_family=adder cells
yosys_warnings=1

[routing]
via_per_inst=2.939
drcViolationCount=0
routed_wl_um=845
antenna_cells=0
dr.pass1.iters=2
vias=291
ant_nets=0
drt-wirelength-per-cell_um=8.535
drt_iter0_markers=4

[sta]
timing.final.max_slew_violations=0
setup_violations=0
rsz0062_at_grt=false
post-route-min-period_ps=2406
worstMarginPinSlew_ps=160.9
relSlewSlack=0.8927
timing.fmax_ghz=0.4157
finalHoldViolCount=0
fin_crit_sh=0.9622

[pwr]
vdd_ir_drop_max_mv=0.02300
clkPwrFrac=0
internal-power_uw=53.94
seqPwrFrac=0
power_density_nw_per_um2=152.3
total_power_uw=87.87
switching_share=0.3861
p_leak_uw=0.0002559
combPwrFrac=1.000
switchingPower_uw=33.93

[layout]
clock_buffers=0
comb_area_um2=285.3
finish.instance_area_um2=576.8
area_delta_synth_final_pct=163.4
flop_area_um2=0
ff_count=0
drive_above_1_share=0.3396
fillCellCount=387

[global_routing]
grt_pass1_vias=299
antenna_found_initial=0
grt-ovfl-total=0
grt_start_max_net_pins=4
track_usage=0.02517
grt_pass1_wl_um=1352

[flow_run]
drv_cap=0
tool_warnings=32

[floorplanning]
chipArea_um2=6400
num_rows=21
coreArea_um2=3416
fp.dieH_um=80
fp_util=0.06410
ios=19
die_w_um=80

[place]
dpl-instance-area_um2=466.7
place.gp.congestion=0.7333
post-dp-hpwl_um=695.8
portBuffers=19

[run_status]
status=finished clean

==> cells by family after synthesis <==
logic type,Yosys count
simple gates,6
buf+inv,10
compound gates,9
fa+ha+maj,8
==> power groups by stage <==
stage         combinational (µW)  clock [µW]  sequential [µW]
CTS                         82.5           0                0
finish                      87.9           0                0
global route                 100           0                0
==> repair_timing <==
item,CTS,global route
setup endpoints to repair,3,3
hold buffers,0,0
pin swaps,5,4
buffers inserted,1,0
gates resized,18,9
==> worst min path at each step <==
stage / startpoint / end / slack [ps] / cells past startpoint
CTS: ramout[2] / lt / 1840 / 7
global route: ramout[7] / eq / 1800 / 7
finish: ramout[7] / gt / 1720 / 8
==> final cells by class <==
class	count	area share
Inverter	10	0.06508
Multi-Input combinational cell	23	0.4946
Tap cell	46	0.09978
Timing Repair Buffer	20	0.3406
==> layer usage <==
metal / global-route usage / share of wire
met2: 0.04735 / 0.50
met1: 0.02769 / 0.39
met5: 0 / 0
met3: 0.009091 / 0.11
met4: 0 / 0
==> through the flow <==
step                      setup WS (ps)  TNS [ps]  hold WS, ps    util  instances
after CTS                         21.30         0         1844  0.1604         99
final                             94.40         0         1723  0.1689         99
after detailed placement         -307.6    -841.9         2214  0.1366         98
after global routing              3.222         0         1799  0.1689         99
after floorplan                   688.5         0         1275       -         33
after global placement           -316.4    -877.2         2202  0.1366         98
==> placed cells by master (no fill, tap or decap), types with 2 or more instances in the layout <==
cell type / n
a21oi_1: 2
a21oi_2: 2
dlygate4sd2_1: 3
dlymetal6s2s_1: 3
inv_1: 6
clkdlybuf4s50_1: 12
inv_2: 4
ha_4: 6
o21ai_2: 2
ha_1: 2
nand4_1: 2
nand2_1: 2
Power figures rest on the tool's default switching activity, not on a simulated workload.
