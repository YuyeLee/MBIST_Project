**run.sh**
```bash
#!/bin/bash
# OpenROAD 26Q1-2900-gdf79404cd8, Yosys 0.63+post, stock flow scripts
make -C /OpenROAD-flow-scripts/flow DESIGN_CONFIG=/design/flow/config.mk WORK_HOME=/design/flow/orfs finish
```
**config.mk**
```make
export PLATFORM = sky130hd
export DESIGN_NAME = counter
export DESIGN_NICKNAME = counter
export VERILOG_FILES = /design/flow/design.v
export SDC_FILE = /design/flow/constraint.sdc
export NUM_CORES = 4
export LEC_CHECK = 1
export CORE_AREA = 10 10 74 74
export DIE_AREA = 0 0 84 84
```
**constraint.sdc**
```tcl
current_design counter

set clk_period 2.7
set clk_io_pct 0.2

create_clock -name clk0 -period $clk_period [get_ports {clk}]

set non_clock_inputs [all_inputs -no_clocks]
set_input_delay [expr $clk_period * $clk_io_pct] -clock clk0 $non_clock_inputs
set_output_delay [expr $clk_period * $clk_io_pct] -clock clk0 [all_outputs]
```
**design.v**
```verilog
module counter #(
    parameter length = 10
)
(
    input logic clk,
    input logic cen,        
    input logic ld,         
    input logic u_d,        
    input logic [length-1:0] d_in,       
    output logic [length-1:0] q,         
    output logic cout        
);
    always_ff @(posedge clk) begin
        if (cen) begin
            if (ld) begin
                q <= d_in;
                cout <= 0;
            end else begin
                if (u_d) begin
                    {cout, q} <= q + 1;
                end else begin
                    {cout, q} <= q - 1;
                    cout <= (q == 0);  
                end
            end
        end
    end
endmodule
```
==> results.env <==
CLKTRANSATPATHREGS_PS=50
WORSTPATHARRIVAL_PS=2030
HIGHEST_CLOCK_FREQUENCY_THE_DESIGN_CAN_MEET_GHz=0.486
INTERNAL-POWER_mW=0.373
ANTENNA_LEFT=0
CRIT_PATH_END_KIND='register'
YOSYS.STAT.SEQSHARE_PCT=41.3
YOSYS_MOST_USED_DFF='edfxtp_1'
NUMBER_OF_GLOBAL_ROUTE_VIAS_BEFORE_REPAIR=721
LENGTH_OF_THE_FIRST_DETAILED_ROUTING_PASS_IN_ITERATIONS=4
TIMING_MAX_TRANSITION_VIOLATIONS_FINAL=0
SYNTH.COMB.LARGEST_FAMILY='simple AND/OR/NAND/NOR gates'
SYNTHCELLS=85
CTS_INSERTED_BUFFERS=3
TIMING.FINAL.CRIT_PERIOD_PS=2060
SETUP-VIOLATIONS-FINAL=0
SLEW-LIMIT-HEADROOM_PCT=63.5
CLOCK_TREE.HTREE_LEVEL_COUNT=1
TIMING.CRITICAL_PATH.REQUIRED_PS=2680
WORST_CLOCK_SKEW_PS=1.65
P_SEQ_SHARE_PCT=46.3
ROUTEDWLPERCELL_UM=13.0
PIN_COUNT_OF_THE_BIGGEST_NET_ENTERING_GLOBAL_ROUTING=14
TOTAL_AREA_OF_SEQUENTIAL_CELLS_SQ_UM=330
POWER.SWITCHING_FRACTION_PCT=24.5
PWR_DENS_nW_PER_UM2=438
FIN_TNS_SETUP_PS=0
XOR_XNOR_PORTION_OF_THE_SYNTHESIZED_CELL_AREA_PCT=6.57
POWER.SWITCHING_mW=0.121
YOSYS_STAT_CELL_TOTAL=85
START_KIND='input pin'
GPL.FINAL_WEIGHTED_CONGESTION=0.873
SYNTH-EDFF-COUNT=11
FP-ROW-COUNT=23
YS_FF=11
SYN_AREA_SQ_UM=800
DP_HPWL_UM=1580
FILLERS=421
NUM_ANTENNA_CELLS=0
ANTENNA_FOUND_INITIAL=0
DETAILROUTE.VIA_COUNT=725
DIE_WIDTH_UM=84
UNREPAIRED_SETUP_ENDPOINTS_AFTER_GLOBAL_ROUTING='false'
CTS.HOLD.BUFFERS_ADDED=0
GLOBALROUTE.TOTALOVERFLOW=0
WORST_SLEW_PIN_SLEW_PS=546
TIMING.CRITICAL_PATH.SLOWEST_STAGE_CELL='or4_4'
CLOCK_POWER_SHARE_PCT=33.2
LOG.WARNING_COUNT=26
CRITICAL-PATH-MAX-STAGE-DELAY_PS=450
TIMING.MAX_CAP.VIOLATIONS=0
CRIT_TYPE='in2reg'
CRITICAL_PATH.MAX_FANOUT=3
OUTCOME='finished clean'
SIMPLE_GATE_SHARE_PCT=25.4
DRT_ITER0_MARKERS=15
IOPINCOUNT=25
FLOORPLAN.INITIALDENSITY_PCT=20.1
PLACEDCELLCOUNT=156
DESIGN_POWER_TOTAL_mW=0.495
GRT_FIRST_PASS_WIRELENGTH_UM=3440
SYNTH.MUX.AREA_FRACTION_PCT=1.25
POST_SYNTHESIS_AREA_PER_INSTANCE_SQ_UM=9.41
POST_CTS.RESIZED_INSTANCES=0
FINALWIRELENGTH_UM=2080
NETLIST-CELL-TYPE-COUNT=31
DRIVE_ABOVE_1_SHARE_PCT=9.09
PATH_CELLS='clkdlybuf4s50_1, or3_1, or4_4, a21oi_2, a311oi_2'
YOSYS.AREA_SHARE.ADDER_PCT=3.13
UTILIZATION_PCT=28.4
HOLDCRITPATHCLASS='reg2reg'
ASYNC_FLOP_SHARE_PCT=0
DIE_HEIGHT_UM=84
PLACEABLECOREAREA_SQ_UM=3970
RATIO_OF_FINAL_MINIMUM_PERIOD_TO_CLOCK_PERIOD_PCT=76.1
FINISH.CELL_COUNT_WITHOUT_FILLERS=160
VIAS_PER_CELL=4.53
SYNTHAOIAREAFRAC_PCT=16.3
CTS.SINKS=11
CTS_ROOT_BUFFER='clkbuf_8'
INSERTION_DELAY_PS=240
LAYOUT-AREA-OVERHEAD-VS-SYNTH_PCT=41.2
POST_CTS_BUFFERS=0
FINALHOLDVIOLCOUNT=0
LOGIC_AREA_SQ_UM=420
CLOCKBUFFERDEPTH=2
SYNTH-AREA-YOSYS_SQ_UM=800
LEAKAGEPOWER_nW=0.366
GLOBALROUTETOTALUTIL_PCT=5.70
BUFFER_PORTS.INSERTED=24
POWER.SHARE.COMBINATIONAL_PCT=20.4
YOSYSWARNINGCOUNT=1
CLOCK_TREE_FROM_TRITONCTS='built'
REMAINING_DRC_ERRORS=0
FP.DIEAREA_SQ_UM=7060
FINAL_WORST_HOLD_SLACK_PS=688
VDD_DROP_MAX_uV=190
## cell usage after synthesis, types with 3 or more instances
master | instances | area, sq um
nand2_1 | 11 | 41.3
o21ai_0 | 8 | 40.0
edfxtp_1 | 11 | 330
nor3_1 | 4 | 20.0
nand3_1 | 4 | 20.0
or3_1 | 4 | 25.0
inv_1 | 4 | 15.0
nand4_1 | 3 | 18.8
xnor2_1 | 4 | 35.0
clkbuf_1 | 3 | 11.3
## state kept, by name, indices dropped and copies added (netlist names)
register / cells
cout: 1
q: 10
## path summary, 6_finish.rpt
| kind | startpoint | endpoint | slack [ps] | depth (start not counted) |
|---|---|---|---|---|
| setup / recovery | u_d | q[7] | 640 | 5 |
| hold / removal | q[0] | q[0] | 690 | 1 |
| setup reg to reg | q[2] | q[7] | 800 | 4 |
| hold reg to reg | q[0] | q[0] | 690 | 1 |
## layer usage
metal	share of wire (%)	track usage [%]
met1	49	7.98
met2	42	8.15
met3	8.9	2.36
met4	0.43	0.761
met5	0	0
## cell usage in the layout, fill, tap and decap left out, types with 2 or more instances in the layout
cell type         n
buf_4             2
o311ai_0          2
xnor2_1           4
ha_1              2
o21ai_0           8
clkdlybuf4s50_1  24
or3_1             4
nand4_1           3
nor2b_1           2
nor4_1            2
nor3_1            4
edfxtp_1         11
inv_1             4
nand3_1           4
o22ai_1           2
clkbuf_8          3
xor2_1            2
nor2_1            2
nand2_1          11
## cells by family after synthesis
logic type,count (synthesis)
and+or+nand+nor,37
xor gates and xnor gates,6
muxes,1
buffers and inverters,9
DFF,11
AOI/OAI and AO/OA,19
adders and majority gates,2
## critical path, delay by kind of cell
kind | cells | cell delay, ps
AOI/OAI and AO/OA | 2 | 180
and+or+nand+nor | 2 | 880
buffers and inverters | 1 | 430
## per-stage QoR
stage | setup WS, ps | area, sq um
6_report | 644 | 1130
5_1_grt | 559 | 1130
4_1_cts | 655 | 1130
3_5_place_dp | 401 | 1080
3_3_place_gp | 429 | 1080
2_1_floorplan | 728 | 800
## power groups by stage
stage / Clock, mW / Combinational [mW] / Sequential [mW]
after CTS: 0.170 / 0.103 / 0.229
after global routing: 0.181 / 0.113 / 0.232
final: 0.164 / 0.101 / 0.229
## layout make-up
cell class | instances | area share (%)
inverters | 4 | 1.33
clock buffers | 4 | 3.99
flip-flops and latches | 11 | 29.3
repair buffers | 26 | 22.6
well taps | 50 | 5.54
multi-input cells | 65 | 37.3
Power is estimated from default activity; no workload was simulated.
